**./run.sh**
```bash
#!/bin/bash
# OpenROAD 26Q1-2900-gdf79404cd8, Yosys 0.63+post, stock flow scripts
make -C /OpenROAD-flow-scripts/flow DESIGN_CONFIG=/design/flow/config.mk WORK_HOME=/design/flow/orfs finish
```
**./config.mk**
```make
export PLATFORM = sky130hd
export DESIGN_NAME = supernova_vpu
export DESIGN_NICKNAME = supernova_vpu
export VERILOG_FILES = /design/flow/design.v
export SDC_FILE = /design/flow/constraint.sdc
export NUM_CORES = 4
export LEC_CHECK = 1
export CORE_UTILIZATION = 40
```
**./constraint.sdc**
```tcl
current_design supernova_vpu

set clk_period 33.3
set clk_io_pct 0.2

create_clock -name clk0 -period $clk_period [get_ports {clk}]

set non_clock_inputs [all_inputs -no_clocks]
set_input_delay [expr $clk_period * $clk_io_pct] -clock clk0 $non_clock_inputs
set_output_delay [expr $clk_period * $clk_io_pct] -clock clk0 [all_outputs]
```
**./design.v**
```verilog
module supernova_vpu #(
    parameter int VLEN = 256,
    parameter int XLEN = 64
) (
    input wire clk,
    input wire rst_n,
    input wire vpu_req,
    input wire [31:0] vpu_instr,
    input wire [XLEN-1:0] rs1_val,
    input wire [XLEN-1:0] rs2_val,
    input wire [VLEN-1:0] vs1_val,
    input wire [VLEN-1:0] vs2_val,
    input wire [VLEN-1:0] vs3_val,
    input wire [6:0] vtype,
    input wire [XLEN-1:0] vl,
    output logic vpu_ack,
    output logic [VLEN-1:0] vpu_result,
    output logic vmem_req,
    output logic vmem_we,
    output logic [XLEN-1:0] vmem_addr,
    output logic [VLEN-1:0] vmem_wdata,
    input wire [VLEN-1:0] vmem_rdata,
    input wire vmem_ack,
    output logic [63:0] vec_ops
);
logic [VLEN-1:0] vreg [0:31];
enum logic [2:0] {
    IDLE,
    DECODE,
    EXECUTE,
    MEMORY,
    WRITEBACK
} state;
logic [XLEN-1:0] current_vl;
logic [2:0] ewidth;
always_ff @(posedge clk or negedge rst_n) begin
    if (!rst_n) begin
        state <= IDLE;
        vpu_ack <= 0;
        vec_ops <= 0;
    end else begin
        case (state)
            IDLE: begin
                if (vpu_req) begin
                    current_vl <= vl;
                    ewidth <= vtype[2:0];
                    state <= DECODE;
                end
            end
            DECODE: begin
                state <= EXECUTE;
            end
            EXECUTE: begin
                case (vpu_instr[6:0])
                    7'b1010111: begin  
                        case (vpu_instr[31:26])
                            6'b000000: begin  
                                for (int i = 0; i < VLEN/64; i++) begin
                                    vpu_result[i*64 +: 64] <= vs1_val[i*64 +: 64] + vs2_val[i*64 +: 64];
                                end
                                vec_ops <= vec_ops + (current_vl * (1 << ewidth) / 8);
                            end
                            6'b000110: begin  
                                for (int i = 0; i < VLEN/64; i++) begin
                                    vpu_result[i*64 +: 64] <= vs1_val[i*64 +: 64] * vs2_val[i*64 +: 64];
                                end
                                vec_ops <= vec_ops + (current_vl * (1 << ewidth) / 8);
                            end
                        endcase
                        state <= WRITEBACK;
                    end
                    7'b0000111, 7'b0100111: begin  
                        vmem_addr <= rs1_val;
                        vmem_we <= vpu_instr[5];
                        if (vpu_instr[5]) begin
                            vmem_wdata <= vs3_val;  
                        end
                        state <= MEMORY;
                    end
                endcase
            end
            MEMORY: begin
                if (vmem_ack) begin
                    if (!vmem_we) begin
                        vpu_result <= vmem_rdata;  
                    end
                    state <= WRITEBACK;
                end
            end
            WRITEBACK: begin
                vpu_ack <= 1;
                state <= IDLE;
            end
        endcase
    end
end
endmodule
```
==> results.cfg <==
; generated from flow reports
[placement]
numPortBuffers = 1813
place.gp.congestion = 1.06
hpwl_um = 1060000
preCtsSetupSlack_ns = 15.86

[final_timing]
maxSlewHeadroom = 0.117
rsz0062_at_grt = no
skew_ns = 0.107
slew_violations = 0
finalClockPeriodUsage = 0.503
tns_ns = 0
hold_viol_final = 0
fmax_mhz = 59.8
worst_pin_slew_ns = 1.31
fin_crit_ns = 16.73
setup_violations = 0
postLayoutSetupSlackWorst_ns = 16.57

[worst_setup_path]
slowest_delay_ns = 0.74
end_kind = register
critPathLaunchType = primary input
reg2reg_to = vec_ops[63]
path_buffers = 11
rr_startpoint = ewidth[1]
crit_fanout = 28
crit_start = vs2_val[14]
crit_path_top_delay_cell = a2111oi_2
required_ns = 34.04
crit_path_frequent_cell = fa_1
arrival_ns = 17.48
cp_top_family = adder cells
critical_path_class = in2reg
worst_r2r_path_depth = 39
reg2reg_slack_ns = 20.88
path_depth = 32

[synthesis]
ys_cells = 34800
synth_area_leader_cell = fa_1
async_flop_share = 0.0980
ys_warn_count = 2
yosys-stat-area_sq_um = 311000
postSynthCellCount = 34800
synth_cell_types = 92
syn_area_per_cell_sq_um = 8.95
top_area_frac = 0.494
topCellsByArea = fa_1, inv_1, nand2_1, ha_1, edfxtp_1
ys.flops = 714
edf_count = 644
flop_cell = edfxtp_1
synthesis.area_sq_um = 311000
ys_seq_share = 0.0678

[worst_hold_path]
hold_depth = 1
whs_endpoint = state[2]
hold_class = reg2reg
min_from = state[3]

[layout]
final_layout_size_suffix_gt1_frac = 0.0370
area_delta_synth_final_pct = 10.7

[clock_network]
cts_tree = yes
cts-hold-fix-buffers = 0
clk_pin_slew_ns = 0.06
clock_sinks = 714
cts_resized = 0
post_cts_buffers = 0
h-tree-depth = 3
insertion_delay_ns = 0.97
cts_buffers = 103
cts_buffer_depth = 4
clockRootBuffer = clkbuf_16

[drt]
drc = 0
ant_nets = 0
vias = 239000
dr.pass1.iters = 9
viasPerCell = 5.18
wl_um = 1280000
first_iter_violations = 12500
routedWlPerCell_um = 27.8

[floorplanning]
core_area_sq_um = 774000
row_count = 323
die_x_um = 884
num_io_pins = 1902
floorplanUtilization = 0.402
die_h_um = 884
die_area_sq_um = 781000

[global_route]
grt.total_usage = 0.357
grt_pass1_vias = 259000
grt.overflow.total = 0
grt_antenna_before_repair = 295
grt_pass1_wl_um = 1850000
grt_start_max_net_pins = 88

[run]
warnings = 120
cap_violations = 0

[status]
status = complete, no violations
==> worst max-delay path by stage <==
| stage | slack [ns] | to |
|---|---|---|
| 4_1_cts | 16.84 | vpu_result[59] |
| 5_1_grt | 16.34 | vpu_result[252] |
| 6_report | 16.57 | vpu_result[56] |
==> cells by family (layout without fill, tap and decap cells) <==
kind of cell / count (synthesis) / after routing / synth area share
mux: 32 / 32 / 0.00110
fa+ha+maj: 9597 / 9597 / 0.571
buf+inv: 10300 / 11100 / 0.125
compound gates: 2614 / 2614 / 0.0537
flops: 714 / 714 / 0.0678
simple gates: 10400 / 10400 / 0.152
xor+xnor: 1043 / 1043 / 0.0294
other cells: 2 / 357 / 0.0000241
==> cells in the mapped netlist, types with 29 or more instances <==
cell type / instances
inv_1: 8323
fa_1: 7671
nand2_1: 6677
and2_1: 2606
clkbuf_1: 1951
ha_1: 1926
a21oi_1: 793
xnor2_1: 745
edfxtp_1: 644
o21ai_0: 527
nor2_1: 444
a21o_1: 364
xor2_1: 298
nand3_1: 133
a211oi_1: 119
o21a_1: 119
nor3_1: 102
nand4_1: 99
and3_1: 96
o21bai_1: 93
a31oi_1: 89
dfrtp_1: 69
nand2b_1: 68
nor2b_1: 66
o211ai_1: 62
buf_1: 48
o31ai_1: 42
or3_1: 38
a22oi_1: 29
==> sequential cells by signal (all words and copies together), names as in the netlist <==
| register | flops |
|---|---|
| state | 5 |
| current_vl | 64 |
| vmem_wdata | 256 |
| vpu_ack | 1 |
| vpu_result | 256 |
| vmem_we | 1 |
| vmem_addr | 64 |
| ewidth | 3 |
| vec_ops | 64 |
==> final cells by class <==
class                   count  area, sq um
clock buffers             123         2760
inverters                8324        31300
diodes                    355          888
well taps               10200        12800
flip-flops and latches    714        21100
multi-input cells       23700       251000
clock inverters            63          749
repair buffers           2636        23300
fillers                 73900       430000
==> layout by cell type (no fill, tap or decap), types with 28 or more instances in the layout <==
cell,Yosys,final
inv_1,8323,8323
fa_1,7671,7671
nand2_1,6677,6674
and2_1,2606,2605
ha_1,1926,1926
clkdlybuf4s50_1,0,1594
buf_4,4,819
a21oi_1,793,793
xnor2_1,745,745
edfxtp_1,644,644
o21ai_0,527,521
nor2_1,444,440
a21o_1,364,364
diode_2,0,355
xor2_1,298,298
buf_2,4,214
nand3_1,133,132
o21a_1,119,119
a211oi_1,119,108
clkbuf_16,0,106
nor3_1,102,101
nand4_1,99,99
and3_1,96,93
o21bai_1,93,93
a31oi_1,89,89
nand2b_1,68,68
dfrtp_1,69,68
nor2b_1,66,66
o211ai_1,62,62
o31ai_1,42,41
or3_1,38,38
a22oi_1,29,29
a211o_1,28,28
==> per-layer routing <==
metal | global-route usage | vias up | part of all wire
li1 | - | 103000 | -
met1 | 0.423 | 121000 | 0.34
met2 | 0.510 | 12600 | 0.44
met3 | 0.221 | 2307 | 0.15
met4 | 0.190 | 212 | 0.073
met5 | 0.0388 | - | 0.0036
==> metrics by stage <==
stage / area [sq um] / utilization / instances / hold WS (ns)
6_report: 344000 / 0.445 / 46200 / 0.438
5_1_grt: 344000 / 0.444 / 46100 / 0.450
4_1_cts: 343000 / 0.443 / 45800 / 0.436
3_5_place_dp: 340000 / 0.439 / 45600 / 0.422
3_3_place_gp: 340000 / 0.439 / 45600 / 0.419
2_1_floorplan: 311000 / - / 34800 / 0.410
